`config.mk`:
```
export PLATFORM = sky130hd
export DESIGN_NAME = cpu_top
export DESIGN_NICKNAME = cpu_top
export VERILOG_FILES = /design/flow/design.v
export SDC_FILE = /design/flow/constraint.sdc
export NUM_CORES = 4
export LEC_CHECK = 1
export CORE_UTILIZATION = 30
export SYNTH_MEMORY_MAX_BITS = 65536
```
`constraint.sdc`:
```
current_design cpu_top

set clk_period 243.7
set clk_io_pct 0.2

create_clock -name clk0 -period $clk_period [get_ports {clk}]

set non_clock_inputs [all_inputs -no_clocks]
set_input_delay [expr $clk_period * $clk_io_pct] -clock clk0 $non_clock_inputs
set_output_delay [expr $clk_period * $clk_io_pct] -clock clk0 [all_outputs]
```
`design.v`:
```
`timescale 1ns / 1ps
module cpu_top(
    input  wire        clk,
    input  wire        reset,
    output wire [31:0] x1,
    output wire [31:0] x2,
    output wire [31:0] x3,
    output wire [31:0] pc_out,
    output wire [31:0] instr_out,
    output wire [31:0] alu_out,
    output wire        reg_write_out
);
    wire [31:0] pc;
    reg  [31:0] pc_next;
    wire [31:0] instr;
    wire [6:0] opcode = instr[6:0];
    wire [2:0] funct3 = instr[14:12];
    wire [6:0] funct7 = instr[31:25];
    wire [4:0] rd     = instr[11:7];
    wire [4:0] rs1    = instr[19:15];
    wire [4:0] rs2    = instr[24:20];
    wire [31:0] imm_i = {{20{instr[31]}}, instr[31:20]};
    wire [31:0] imm_b = {{19{instr[31]}},
                         instr[31],
                         instr[7],
                         instr[30:25],
                         instr[11:8],
                         1'b0};
    wire [31:0] imm_s = {{20{instr[31]}},
                         instr[31:25],
                         instr[11:7]};
    wire [31:0] imm_j = {{11{instr[31]}},
                         instr[31],
                         instr[19:12],
                         instr[20],
                         instr[30:21],
                         1'b0};
    wire [31:0] imm_u = {instr[31:12], 12'b0};                   
    wire [31:0] rd1;
    wire [31:0] rd2;
    wire [31:0] write_data;
    wire reg_write;
    reg  [31:0] alu_out_r;
    reg         reg_write_r;
    reg         mem_to_reg;
    wire [31:0] mem_read_data;
    wire mem_write;
    reg mem_write_r;
    pc PC0 (
        .clk(clk),
        .reset(reset),
        .pc_next(pc_next),
        .pc(pc)
    );
    instr_mem IMEM (
        .addr(pc),
        .instr(instr)
    );
    regfile RF (
        .clk(clk),
        .rs1(rs1),
        .rs2(rs2),
        .rd1(rd1),
        .rd2(rd2),
        .rd(rd),
        .wd(write_data),
        .reg_write(reg_write)
    );
    data_mem DMEM (
        .clk(clk),
        .mem_write(mem_write),
        .addr(alu_out_r),
        .write_data(rd2),
        .read_data(mem_read_data)
    );
    always @(*) begin
        alu_out_r   = 32'd0;
        reg_write_r = 1'b0;
        mem_to_reg  = 1'b0;
        pc_next     = pc + 32'd4;
        mem_write_r = 1'b0;    
        case (opcode)
            7'b0010011: begin
                if (funct3 == 3'b000) begin  
                    alu_out_r   = rd1 + imm_i;
                    reg_write_r = 1'b1;
                end else if (funct3 == 3'b111) begin  
                    alu_out_r   = rd1 & imm_i;
                    reg_write_r = 1'b1;
                end else if (funct3 == 3'b110) begin  
                    alu_out_r   = rd1 | imm_i;
                    reg_write_r = 1'b1;
                end else if (funct3 == 3'b100) begin  
                    alu_out_r   = rd1 ^ imm_i;
                    reg_write_r = 1'b1;
                end else if (funct3 == 3'b010) begin  
                    alu_out_r   = ($signed(rd1) < $signed(imm_i)) ? 32'd1 : 32'd0;
                    reg_write_r = 1'b1;
                end else if (funct3 == 3'b011) begin  
                    alu_out_r   = (rd1 < imm_i) ? 32'd1 : 32'd0;
                    reg_write_r = 1'b1;
                end
            end
            7'b0110011: begin
                if (funct3 == 3'b000 && funct7 == 7'b0000000) begin
                    alu_out_r   = rd1 + rd2;  
                    reg_write_r = 1'b1;
                end else if (funct3 == 3'b000 && funct7 == 7'b0100000) begin
                    alu_out_r   = rd1 - rd2;  
                    reg_write_r = 1'b1;
                end else if (funct3 == 3'b111) begin
                    alu_out_r   = rd1 & rd2;  
                    reg_write_r = 1'b1;
                end else if (funct3 == 3'b110) begin
                    alu_out_r   = rd1 | rd2;  
                    reg_write_r = 1'b1;
                end else if (funct3 == 3'b100) begin
                    alu_out_r   = rd1 ^ rd2;  
                    reg_write_r = 1'b1;
                end else if (funct3 == 3'b001) begin
                    alu_out_r   = rd1 << rd2[4:0];  
                    reg_write_r = 1'b1;
                end else if (funct3 == 3'b101 && funct7 == 7'b0000000) begin
                    alu_out_r   = rd1 >> rd2[4:0];  
                    reg_write_r = 1'b1;
                end else if (funct3 == 3'b101 && funct7 == 7'b0100000) begin
                    alu_out_r   = $signed(rd1) >>> rd2[4:0];  
                    reg_write_r = 1'b1;
                end
            end
            7'b1100011: begin
                if (funct3 == 3'b000) begin  
                    if (rd1 == rd2)
                        pc_next = pc + imm_b;
                end else if (funct3 == 3'b001) begin  
                    if (rd1 != rd2)
                        pc_next = pc + imm_b;
                end else if (funct3 == 3'b100) begin  
                        if ($signed(rd1) < $signed(rd2))
                            pc_next = pc + imm_b;
                end else if (funct3 == 3'b101) begin  
                        if ($signed(rd1) >= $signed(rd2))
                            pc_next = pc + imm_b;
                end else if (funct3 == 3'b110) begin  
                        if (rd1 < rd2)
                            pc_next = pc + imm_b;
                end else if (funct3 == 3'b111) begin  
                        if (rd1 >= rd2)
                            pc_next = pc + imm_b;
                end
                reg_write_r = 1'b0;
            end
            7'b0000011: begin
                if (funct3 == 3'b010) begin
                    alu_out_r   = rd1 + imm_i;  
                    reg_write_r = 1'b1;
                    mem_to_reg  = 1'b1;
                end
            end
            7'b0100011: begin    
                if (funct3 == 3'b010) begin  
                    alu_out_r    = rd1 + imm_s;   
                    mem_write_r = 1'b1;           
                    reg_write_r = 1'b0;           
                    mem_to_reg  = 1'b0;           
                end
            end
            7'b1101111: begin
                alu_out_r   = pc + 32'd4;   
                reg_write_r = 1'b1;         
                mem_to_reg  = 1'b0;         
                pc_next     = pc + imm_j;   
            end
            7'b1100111: begin
                if (funct3 == 000) begin
                    alu_out_r   = pc + 32'd4;   
                    reg_write_r = 1'b1;         
                    mem_to_reg  = 1'b0;         
                    pc_next     = (rd1 + imm_i) & ~32'd1;   
                end
            end
            7'b0110111: begin    
                alu_out_r   = imm_u;
                reg_write_r = 1'b1;
            end
            7'b0010111: begin    
                alu_out_r   = pc + imm_u;
                reg_write_r = 1'b1;
            end
        endcase
    end
    assign write_data = mem_to_reg ? mem_read_data : alu_out_r;
    assign reg_write  = reg_write_r;
    assign mem_write = mem_write_r;
    assign x1 = RF.regs[1];
    assign x2 = RF.regs[2];
    assign x3 = RF.regs[3];
    assign pc_out        = pc;
    assign instr_out     = instr;
    assign alu_out       = alu_out_r;
    assign reg_write_out = reg_write_r;
endmodule
module data_mem (
    input  wire        clk,
    input  wire        mem_write,
    input  wire [31:0] addr,
    input  wire [31:0] write_data,
    output wire [31:0] read_data
);
    reg [31:0] mem [0:255];
    assign read_data = mem[addr[9:2]];
    always @(posedge clk) begin
        if (mem_write)
            mem[addr[9:2]] <= write_data;
    end
endmodule
`timescale 1ns / 1ps
module instr_mem(
    input  wire [31:0] addr,    
    output wire [31:0] instr
);
    reg [31:0] mem [0:255];
    integer i;
    initial begin
        mem[0] = 32'h00000093;  
        mem[1] = 32'h00A00113;  
        mem[2] = 32'h0020A023;  
        mem[3] = 32'h0000A183;  
        mem[4] = 32'h00310463;  
        mem[5] = 32'h00118193;  
        mem[6] = 32'h008000EF;  
        mem[7] = 32'h00120213;  
        mem[8] = 32'h00500293;  
        for (i = 9; i < 256; i = i + 1)
            mem[i] = 32'h00000013;  
    end
    assign instr = mem[addr[9:2]];
endmodule
`timescale 1ns / 1ps
module pc (
    input  wire        clk,
    input  wire        reset,
    input  wire [31:0] pc_next,    
    output reg  [31:0] pc
);
    always @(posedge clk or posedge reset) begin
        if (reset)
            pc <= 32'd0;
        else
            pc <= pc_next;
    end
endmodule
`timescale 1ns / 1ps
module regfile(
    input  wire        clk,
    input  wire [4:0]  rs1,
    input  wire [4:0]  rs2,
    output wire [31:0] rd1,
    output wire [31:0] rd2,
    input  wire [4:0]  rd,         
    input  wire [31:0] wd,         
    input  wire        reg_write   
);
    reg [31:0] regs [0:31];
    integer i;
    initial begin
        for (i = 0; i < 32; i = i + 1)
            regs[i] = 32'd0;
    end
    assign rd1 = (rs1 == 5'd0) ? 32'd0 : regs[rs1];
    assign rd2 = (rs2 == 5'd0) ? 32'd0 : regs[rs2];
    always @(posedge clk) begin
        if (reg_write && rd != 5'd0)
            regs[rd] <= wd;
    end
endmodule
```
`run.sh`:
```
#!/bin/bash
# OpenROAD 26Q1-2900-gdf79404cd8, Yosys 0.63+post, stock flow scripts
make -C /OpenROAD-flow-scripts/flow DESIGN_CONFIG=/design/flow/config.mk WORK_HOME=/design/flow/orfs finish
```
==> results.py <==
# Metrics from the implementation run
metrics = {
    "logic_synthesis": {
        "ys_types": 94,
        "syn_area_um2": 347000,
        "synth.avg_cell_area_um2": 13.5,
        "yosys-stat-cells": 25786,
        "synthCells": 25786,
        "yosysWarnings": 9,
        "enable_flop_cells": 8562,
        "ys_area_um2": 347000,
        "ys.flops": 8593,
        "synthArstFlopShare_pct": 0.361,
        "ys_seq_share_pct": 74.3,
        "synth-main-ff-cell": "edfxtp_1",
    },
    "clock_tree": {
        "path_clk_slew_ns": 0.06,
        "postCtsResizedCells": 0,
        "clk_path_buf_depth": 4,
        "post_cts_buffers": 0,
        "cts.sink_count": 8593,
        "cts_buffers": 859,
        "cts_tree": "yes",
        "clock_latency_ns": 1.30,
        "hold_buffers": 0,
        "clockRootBuffer": "clkbuf_16",
        "htreeDepth": 6,
    },
    "hold_path": {
        "hold-path-cell-count": 1,
        "hp-class": "register to register",
        "hold_path_end": "PC0.pc[31]",
        "min_from": "PC0.pc[31]",
    },
    "sta": {
        "max_slew_margin_pct": 0.369,
        "worstMarginPinSlew_ns": 1.48,
        "final_hold_viol_count": 0,
        "fin_crit_sh_pct": 24.3,
        "max_freq_mhz": 16.9,
        "fin_worst_skew_ns": 0.143,
        "finalSetupViolCount": 0,
        "drv_slew": 0,
        "grt_setup_unrepaired": "no",
        "setup-tns-final_ns": 0,
        "min_period_ns": 59.20,
    },
    "setup_path": {
        "cp.required_ns": 194.96,
        "cp_max_fo": 37,
        "reg2reg_to": "RF.regs_1[10][6]",
        "timing.rr.start": "PC0.pc[2]",
        "reg2reg_depth": 33,
        "crit_type": "register to output port",
        "r2r_slack_ns": 229.19,
        "worstPathArrival_ns": 10.46,
        "end_kind": "output port",
        "crit_path_start_kind": "register",
    },
    "route": {
        "vias_per_cell": 5.35,
        "drt_first_iter_violations": 17025,
        "drc": 0,
        "dr.pass1.iters": 8,
        "routedWlPerCell_um": 29.9,
        "wl_um": 1270000,
        "routed-via-count": 227342,
        "postRouteAntennaNets": 0,
    },
    "power": {
        "power_density_nw_per_um2": 7.20,
        "power.leakage_nw": 133,
        "peakVddDrop_v": 0.00000835,
    },
    "floorplan": {
        "num_rows": 394,
        "core_area_um2": 1150000,
        "ios": 195,
        "die_h_um": 1080,
        "die_x_um": 1080,
        "die_area_um2": 1160000,
        "fp_util_pct": 30.1,
    },
    "grt": {
        "grtUsageTotal_pct": 22.8,
        "antenna_found_initial": 123,
        "grt_max_degree": 132,
        "grt_overflow": 0,
        "grt_pass1_wl_um": 1760000,
        "first_global_vias": 232309,
    },
    "final_layout": {
        "fillCellCount": 106925,
        "post-route-util_pct": 34.8,
        "fin_cells": 42463,
        "syn_to_final_growth_pct": 15.5,
        "layout-drive-gt1-share_pct": 11.6,
    },
    "place": {
        "place_inst": 40648,
        "port_buffers": 82,
        "gp_congestion": 0.959,
        "dpl.hpwl_um": 761000,
    },
    "outcome": {
        "status": "complete, no violations",
    },
    "flow_run": {
        "warning_count": 110,
        "drv_cap": 0,
    },
}
[power breakdown]
| group | switching (W) | internal, W | total, W |
|---|---|---|---|
| sequential | 0.0000000167 | 0.00160 | 0.00160 |
| combinational | 0.000000308 | 0.000000101 | 0.000000463 |
| clock | 0.000569 | 0.000715 | 0.00128 |
[layer usage]
layer	wire [um]	vias to the layer above	track usage [%]
li1	-	97746	-
met5	8860	-	5.76
met2	533000	16318	31.0
met4	88100	177	12.7
met1	377000	110014	22.2
met3	261000	3087	21.2
[per-stage QoR]
| stage | cell area [um2] | total power, W | setup WS (ns) | hold WS [ns] |
|---|---|---|---|---|
| global placement | 373000 | 0.00163 | 186.09 | 0.535 |
| finish | 401000 | 0.00288 | 184.50 | 0.561 |
| CTS | 400000 | 0.00289 | 184.63 | 0.563 |
| detailed placement | 373000 | 0.00163 | 186.02 | 0.554 |
| global route | 401000 | 0.00295 | 184.07 | 0.601 |
| floorplan | 348000 | 0.00163 | 172.19 | 0.450 |
[layout by cell type (no fill, tap or decap), types with 54 or more instances in the layout]
master	Yosys	final
edfxtp_1	8562	8562
nand2_1	7750	7729
and3_1	1364	1363
a311oi_1	1363	1362
buf_4	114	1288
nand3_1	1261	1244
clkbuf_16	0	869
nor3_1	682	629
nor2_4	0	283
a31oi_1	292	281
a21oi_1	279	276
mux2i_1	255	255
diode_2	0	252
clkinv_1	5	231
clkbuf_1	854	218
nor2_1	458	166
o21ai_0	186	152
mux4_2	151	151
conb_1	2	130
clkinv_2	0	122
a32oi_1	121	120
clkdlybuf4s50_1	0	82
or3_1	77	77
nand4_1	59	59
ha_1	57	57
bufinv_16	0	57
a22oi_1	55	54
[critical path, stage by stage (launching register included)]
cell,delay (ns)
dfrtp_1,0.72
inv_1,0.35
ha_1,0.49
mux2i_1,0.49
nor2_1,0.44
buf_4,0.33
nor2_2,0.55
buf_4,0.49
a22o_1,0.19
a21oi_1,0.11
o21ai_4,0.19
buf_4,0.42
ha_1,0.33
a21oi_1,0.27
nand2b_1,0.17
nor3_1,0.06
mux2i_1,0.50
a21oi_1,0.26
o21ai_0,0.65
a21oi_1,0.28
o211a_1,0.30
o21ai_0,0.27
a21boi_0,0.25
o211ai_1,0.48
clkdlybuf4s50_1,0.55
[worst max path at each step]
stage	from	to	cells past startpoint
final	PC0.pc[2]	alu_out[31]	24
after global routing	PC0.pc[2]	alu_out[31]	24
after CTS	PC0.pc[2]	alu_out[31]	24
[layout make-up]
type	count	area, um2	area share (%)
multi-input combinational	15350	84800	21.2
inverter	56	254	0.0634
sequential	8593	258000	64.3
tap	15246	19100	4.76
antenna	252	631	0.157
timing repair buffer	1403	11200	2.78
clock buffer	1087	22600	5.63
clock inverter	476	4460	1.11
[flip-flops by register name, summed over array words and instances, names as in the netlist]
register,flops
DMEM.mem,8192
RF.regs_1,370
PC0.pc,31
[synthesized netlist by cell type (all sizes together), types with 151 or more instances]
| master | number | area (um2) |
|---|---|---|
| a21oi | 279 | 1400 |
| a311oi | 1363 | 11900 |
| a31oi | 292 | 1830 |
| and3 | 1364 | 8530 |
| buf | 1061 | 5020 |
| clkbuf | 854 | 3210 |
| edfxtp | 8562 | 257000 |
| mux2i | 255 | 2550 |
| mux4 | 151 | 3400 |
| nand2 | 7750 | 29100 |
| nand3 | 1262 | 6320 |
| nor2 | 460 | 1730 |
| nor3 | 682 | 3410 |
| o21ai | 191 | 956 |
[logic make-up after synthesis]
group                    Yosys count  synth area share [%]
buffers and inverters           1971                  2.43
AND/OR/NAND/NOR                11860                  14.8
AND-OR/OR-AND                   2776                  6.21
flip-flops                      8593                  74.3
other                              2               0.00216
multiplexers                     436                  1.81
adder cells (fa/ha/maj)           62                 0.234
XOR/XNOR                          86                 0.221
Power figures rest on the tool's default switching activity, not on a simulated workload.
